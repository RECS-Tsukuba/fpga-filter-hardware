`./design.v`:
```
`timescale 1ns / 1ps
module operation	#(
					  parameter TAG_WIDTH = 2,
					  parameter INVALID_TAG = 2'd0,
					  parameter DATA_TAG0 = 2'd1,
					  parameter DATA_TAG1 = 2'd2,
					  parameter DATA_END_TAG = 2'd3,
					  parameter OPE_WIDTH = 3,
					  parameter DATA_WIDTH = 8 + TAG_WIDTH
					  )(
						input [DATA_WIDTH*OPE_WIDTH*OPE_WIDTH-1:0] data_bus,
						input									   clk,
						input									   rst,
						input									   refresh,
						output [DATA_WIDTH-1:0]					   out
						);
	wire [DATA_WIDTH-1:0]										   d[OPE_WIDTH-1:0][OPE_WIDTH-1:0];
	wire [TAG_WIDTH-1:0]										   tag_in;
	wire [8-1:0]												   i[OPE_WIDTH-1:0][OPE_WIDTH-1:0];
	reg [8-1:0]													   pixel_out;
	reg [TAG_WIDTH-1:0]											   tag_out;
	genvar														   x,y;
	generate	
		for(y = 0; y < OPE_WIDTH; y = y + 1) begin: ope_loop_y
			for(x = 0; x < OPE_WIDTH; x = x + 1) begin: ope_loop_x
				assign d[y][x] = data_bus[(((y*OPE_WIDTH)+x)*DATA_WIDTH)+:DATA_WIDTH];
				assign i[y][x] = d[y][x][0+:8];
			end
		end
	endgenerate
	assign tag_in = d[OPE_WIDTH/2][OPE_WIDTH/2][8+:TAG_WIDTH];
	assign out[8+:TAG_WIDTH] = tag_out;
	assign out[0+:8] = pixel_out;
	always @(posedge clk) begin
		if(rst|refresh) begin
			pixel_out <= 0;
			tag_out <= 0;
		end
		else begin
			pixel_out <= i[OPE_WIDTH/2][OPE_WIDTH/2];
			tag_out <= tag_in;
		end
	end
endmodule
```
`./run.sh`:
```
#!/bin/bash
# OpenROAD 26Q1-2900-gdf79404cd8, Yosys 0.63+post, stock flow scripts
make -C /OpenROAD-flow-scripts/flow DESIGN_CONFIG=/design/flow/config.mk WORK_HOME=/design/flow/orfs finish
```
`./config.mk`:
```
export PLATFORM = sky130hd
export DESIGN_NAME = operation
export DESIGN_NICKNAME = operation
export VERILOG_FILES = /design/flow/design.v
export SDC_FILE = /design/flow/constraint.sdc
export NUM_CORES = 4
export LEC_CHECK = 1
export CORE_AREA = 10 10 70 70
export DIE_AREA = 0 0 80 80
```
`./constraint.sdc`:
```
current_design operation

set clk_period 1.0
set clk_io_pct 0.2

create_clock -name clk0 -period $clk_period [get_ports {clk}]

set non_clock_inputs [all_inputs -no_clocks]
set_input_delay [expr $clk_period * $clk_io_pct] -clock clk0 $non_clock_inputs
set_output_delay [expr $clk_period * $clk_io_pct] -clock clk0 [all_outputs]
```
==> flow_summary.yaml <==
# implementation run metrics
timing:
  drv_slew: 0
  worst_slew_margin_rel: 0.906
  worst_slack_ns: 0.0639
  setup_viol: 0
  rsz0062_at_grt: "no"
  max_freq_mhz: 1070
  final.min_clock_period_ns: 0.936
  whs_ns: 0.507
  worst_slew_pin_slew_ns: 0.141
  hold_viol: 0
  min_period_over_period: 0.936
pwr:
  power_density_nw_per_um2: 1180
  seqPwrFrac: 0.522
  p_sw_uw: 155
  ir_worst_vdd_mv: 0.572
  p_int_uw: 647
  swShare: 0.193
  comb_power_share: 0.158
  p_leak_uw: 0.000249
  pwr-share-clk: 0.320
floorplan:
  die_area_um2: 6400
  die_width_um: 80
  rows: 21
  fp_util: 0.102
  core-area_um2: 3420
  die.size.y_um: 80
  io_pins: 103
synthesis:
  synth.yosys.seq_area_share: 0.576
  avgSynthCellArea_um2: 15.8
  synth-xor-area-share: 0
  syn_area_um2: 348
  ys_cells: 22
  ys_sh_aoi: 0
  ys_sh_adder: 0
  synth.cellmix.simpleShare: 0.360
  synth_flops: 10
  yosys_warnings: 1
  ys_top_logic_family: "simple AND/OR/NAND/NOR gates"
  synth_cell_types: 3
  syn_inst: 22
  synth_chip_area_um2: 348
  synth.mux.area_fraction: 0
clock_tree:
  cts_hold_buf: 0
  clockBufferDepth: 2
  path_clk_slew_ns: 0.06
  numCtsBuffers: 3
  htree_levels: 1
  cts-root-buf: "clkbuf_4"
  cts_tree: "yes"
  clock_sinks: 10
worst_setup_path:
  arrival_ns: 0.74
  crit_path_max_fanout: 1
  path_delay_family: "flip-flops"
  crit_required_ns: 0.80
  path_cells: "clkdlybuf4s15_1"
  cpPeakStageDelay_ns: 0.31
  crit_type: "flip-flop to output pin"
  endpoint_kind: "output pin"
  crit_slowest_cell: "dfxtp_1"
  crit_buf_inv: 1
  start_kind: "flip-flop"
layout:
  lay_top_cells: "clkdlybuf4s50_1, nor3b_2, clkdlybuf4s15_1"
  fillers: 387
  lay_top_count: "clkdlybuf4s50_1"
  drive_gt1_frac: 0.408
  final_core_util: 0.199
  area_delta_synth_final_pct: 95.0
  stdcell_area_um2: 678
placement:
  place_congestion: 0.699
  dp_slack_ns: -0.0898
  port_buffers: 22
  dpl_cell_area_um2: 658
grt:
  grt_pass1_vias: 299
  grt.overflow.total: 0
  antenna_found_initial: 0
  grt_use_total: 0.0297
  grt_pass1_wl_um: 1450
  grt_start_max_net_pins: 8
detailed_routing:
  drc: 0
  drtAntennaViolNets: 0
  n_antenna_cell: 0
  dr.pass1.iters: 2
  wirelength_um: 883
  via_count: 262
  via_per_inst: 2.76
  wire_per_inst_um: 9.29
  drt_iter0_drc: 2
job:
  max_cap_violations: 0
  warning_count: 105
min_path:
  worst_hold_startpoint: "data_bus[44]"
  min_delay_path_depth: 2
  min_path_type: "input pin to flip-flop"
  min_to: "pixel_out[4]"
run_status:
  outcome: "complete, no violations"
[timing repair]
action                     in CTS  in global routing
setup endpoints to repair      10                  6
buffers inserted                0                  0
gates resized                  16                  7
[per-stage QoR]
stage	TNS, ns	instances	power [µW]
global route	0	95	870
global placement	-0.619	92	564
CTS	0	95	824
floorplan	0	22	465
finish	0	95	802
detailed placement	-0.721	92	565
[worst max-delay path by stage]
| stage | start | endpoint | slack, ns | cells after the start |
|---|---|---|---|---|
| CTS | pixel_out[1] | out[1] | 0.01 | 1 |
| global route | pixel_out[1] | out[1] | 0.01 | 1 |
| finish | pixel_out[3] | out[3] | 0.06 | 1 |
[final cells by class]
class | instances | area [µm²] | area share
Clock buffer | 3 | 22.5 | 0.0332
Multi-Input combinational cell | 10 | 125 | 0.185
Sequential cell | 10 | 203 | 0.299
Tap cell | 46 | 57.6 | 0.0849
Timing Repair Buffer | 26 | 270 | 0.399
[power groups by stage]
stage | sequential [µW] | combinational, µW | clock [µW]
CTS | 418 | 130 | 276
global route | 420 | 140 | 311
finish | 419 | 127 | 256
[state kept, by name, summed over array words and instances (netlist names)]
signal     count
pixel_out      8
tag_out        2
[kinds of logic (layout without fill, tap and decap cells)]
logic type / count (synthesis) / after routing
buffers and inverters: 2 / 29
DFF: 10 / 10
and+or+nand+nor: 10 / 10
[synthesized netlist by cell type]
master | count | area, µm²
dfxtp_1 | 10 | 200
nor3b_2 | 10 | 125
buf_6 | 2 | 22.5
[metal layers]
metal / GRT usage / vias to the layer above / wire length (µm) / part of all wire
met5: 0 / - / 0 / 0
met4: 0.00352 / 0 / 0 / 0
met3: 0.0386 / 0 / 240 / 0.27
met2: 0.0353 / 21 / 315 / 0.36
met1: 0.0322 / 112 / 328 / 0.37
li1: - / 129 / - / -
Power and IR drop assume default switching activity.
